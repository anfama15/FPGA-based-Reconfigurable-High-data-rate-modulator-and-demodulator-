==> design.v <==
module ENCODER 
(
input wire clk,rst,
output wire [15:0] din,
output reg start_mapper,
output reg [4:0] address_A,address_B,address_C,address_D,
input wire [7:0] ram_output_B,
input wire wea_Encoder_1
);
reg wea_Encoder;
assign wea_Encoder_1=wea_Encoder;
reg [3:0] modulation_type;
localparam [1:0] Idle=2'b00 , Fetch=2'b01, Encoding=2'b10, Done_encoding=2'b11;  
reg start=1;
reg [1:0] state0=0;
reg [7:0] input_bits;
reg done,done_mapper;
reg [15:0] RAM_in,encoded_bits;
reg address=0;
reg [5:0] shift_reg=0;
reg [4:0] N=0,M=0;
reg encoder_ready;
assign din= RAM_in;
always @(posedge clk)
begin
	if(rst==1)
		begin
			N<=0;
			M=0;
			address_A<=0;
			address_B<=0;
			address_C<=0;
			address<=0;
			start_mapper<=0;
			encoder_ready<=0;
			wea_Encoder<=0;
			state0<=Idle;
		end
	else
case(state0)
Idle:  
	begin
		if (start==1)
			begin
				state0<=Fetch;
				wea_Encoder<=1;
			end
		else 
			state0<=Idle;
	end
Fetch:  
	begin
		input_bits<=ram_output_B;
		address_B<=address_B+1;
		address_C<=address;
		N<=0;
		M=0;
		encoded_bits=0;
		state0<=Encoding;
	end
Encoding:  
	begin
		encoded_bits[M]= ((((input_bits[N]~^shift_reg[4])~^(shift_reg[3]))~^(shift_reg[1]))~^(shift_reg[0]));
		M=M+1;
		encoded_bits[M]= ((((input_bits[N]~^shift_reg[5])~^(shift_reg[4]))~^(shift_reg[3]))~^(shift_reg[0]));
		shift_reg={input_bits[N],shift_reg[5:1]};
		M=M+1;
		N<=N+1;
		if(N==7)
			begin
				RAM_in<=encoded_bits;
				address<=address+1;
				if(address_B==15)
					begin
					state0<=Done_encoding;
					end 
					else
						begin
							state0<=Fetch;
						end
			end
			else
				begin
					state0<=Encoding;
				end
end
Done_encoding:
	begin
		wea_Encoder<=0;
		start_mapper<=1;
		encoder_ready<=1;
	end
endcase
end
endmodule
==> run.sh <==
#!/bin/bash
# OpenROAD 26Q1-2900-gdf79404cd8, Yosys 0.63+post, stock flow scripts
make -C /OpenROAD-flow-scripts/flow DESIGN_CONFIG=/design/flow/config.mk WORK_HOME=/design/flow/orfs finish
==> config.mk <==
export PLATFORM = sky130hd
export DESIGN_NAME = ENCODER
export DESIGN_NICKNAME = ENCODER
export VERILOG_FILES = /design/flow/design.v
export SDC_FILE = /design/flow/constraint.sdc
export NUM_CORES = 4
export LEC_CHECK = 1
export CORE_UTILIZATION = 40
export SYNTH_HDL_FRONTEND = slang
==> constraint.sdc <==
current_design ENCODER

set clk_period 3.4
set clk_io_pct 0.2

create_clock -name clk0 -period $clk_period [get_ports {clk}]

set non_clock_inputs [all_inputs -no_clocks]
set_input_delay [expr $clk_period * $clk_io_pct] -clock clk0 $non_clock_inputs
set_output_delay [expr $clk_period * $clk_io_pct] -clock clk0 [all_outputs]
==> flow_summary.ini <==
; yosys + openroad results
[routing]
route.detailed.drc = 0
wl_um = 4840
routedWlPerCell_um = 11.8
postRouteAntennaNets = 0
routed_via_density = 4.70
drt-initial-drc-count = 96
vias = 1929
antenna-diode-count = 0
drtPass1Iterations = 4

[layout]
seqCellArea_um2 = 1800
area_growth_pct = 18.5
fin_util_pct = 49.4
layout_top_cell = edfxtp_1
comb_area_um2 = 1120
final_layout_size_suffix_gt1_share_pct = 7.72
final_cell_mix = edfxtp_1, nand2_1, clkdlybuf4s50_1
fill_cells = 639

[die]
fp_util_pct = 41.7
rows = 31
die_width_um = 89.4
die_area_um2 = 8000
ios = 48
die_h_um = 89.4
core_um2 = 7330

[pwr]
irDropWorstVdd_mv = 0.312
power_leakage_nw = 1.31
power.density_nw_per_um2 = 483

[yosys]
avgSynthCellArea_um2 = 11.3
syn_inst = 271
yosysWarnings = 5
ys.flop_type = edfxtp_1
yosysSeqAreaShare_pct = 58.9
ys_cells = 271
ys.flops = 67
ys_area_um2 = 3060
synth.distinct_cells = 37
syn_area_um2 = 3060
synthArstFlopShare_pct = 0
edf_count = 46

[critical_path]
r2r_setup_slack_ns = 1.12
cp_data_arrival_time_ns = 2.33
reg2reg_from = N[0]
startpoint_type = flip-flop
critical_path_class = flip-flop to flip-flop
cp_max_fo = 9
worstSetupEndpointType = flip-flop
r2r_end = din[15]
required_ns = 3.46
worstRegToRegCells = 5

[clock_tree]
clockBufferDepth = 2
clock-root-buffer = clkbuf_8
cts_tree = done
cts_setup_buffers = 0
holdBufCountCts = 0
clock_latency_ns = 0.33
h-tree-depth = 3
numCtsBuffers = 9
clk_pin_slew_ns = 0.07
clkSinkCount = 67
cts_resized = 0

[timing]
fmax_ghz = 0.439
slew_viol_final = 0
fin_skew_ns = 0.00737
fin_crit_sh_pct = 66.9
finalSetupViolations = 0
finalCriticalPeriod_ns = 2.28
maxSlewHeadroom_pct = 46.4
rsz0062_at_grt = no
worstMarginPinSlew_ns = 0.802
setup_tns_ns = 0
final-hold-violation-count = 0

[global_routing]
overflow = 0
antenna_found_initial = 0
grt_pass1_vias = 1773
grt_pass1_wl_um = 8230
grt_max_degree = 42
grtUsageTotal_pct = 13.9

[placement]
place_hpwl_um = 3100
gp_congestion = 0.734
portBuffers = 32

[min_path]
hold_class = flip-flop to flip-flop
whs_path_depth = 0
hold_end = shift_reg[1]
hp-start = shift_reg[2]

[status]
status = finished, final reports clean

[job]
max_cap_viol_count = 0
tool_warnings = 28
## critical path: stages, from the launching register on
cell and delay [ns]:
dfxtp_1 0.54, mux2i_1 0.13, a22o_1 0.27, or2_1 0.29, xor2_1 0.61, a21oi_1 0.16
## worst max path at each step
| stage | from | to | slack, ns | cells after the start |
|---|---|---|---|---|
| final | N[0] | din[15] | 1.12 | 5 |
| after global routing | N[0] | encoded_bits[11] | 0.88 | 5 |
| after CTS | N[0] | din[15] | 1.07 | 5 |
## kinds of logic after synthesis
kind of cell	synth area share, %
other	0.123
xor gates and xnor gates	3.03
adders and majority gates	2.86
buffers and inverters	6.26
muxes	5.20
AOI/OAI and AO/OA	8.39
DFF	58.9
and+or+nand+nor	15.2
## power by group
group	internal (mW)	leakage [nW]	total, mW	switching [mW]
registers	0.901	0.598	0.921	0.0201
logic	0.0588	0.617	0.140	0.0808
clock network	0.403	0.0994	0.689	0.286
## routing by layer
metal  vias up  global-route usage [%]  share of wire [%]
met2        36                    19.9                 44
met1       888                    23.1                 51
met3         9                    3.28                3.2
met4         0                    2.60                1.5
met5         -                       0                  0
li1        996                       -                  -
## per-stage QoR
step / hold slack [ns] / worst slack [ns] / total power [mW] / std cells / instance area (um^2)
finish: 0.432 / 1.12 / 1.75 / 410 / 3620
CTS: 0.429 / 1.07 / 1.77 / 410 / 3620
global route: 0.442 / 0.877 / 1.83 / 410 / 3620
global placement: 0.416 / 1.07 / 1.08 / 394 / 3420
detailed placement: 0.417 / 1.03 / 1.08 / 394 / 3420
floorplan: 0.400 / 1.27 / 1.05 / 285 / 3110
## synth_stat cells (4+ instances only)
library cell	count	share of area (%)
mux2_2	7	2.6
dfxtp_1	21	14
ha_1	7	2.9
nand2b_1	6	1.2
a21oi_1	8	1.3
edfxtp_1	46	45
inv_1	8	0.98
nand2_1	35	4.3
xor2_1	5	1.4
buf_4	14	3.4
o31ai_1	8	2.0
nor3_1	4	0.65
mux2i_1	8	2.6
nor2b_1	5	1.0
o22ai_1	7	1.4
clkbuf_1	7	0.86
and2_1	9	1.8
a31oi_1	4	0.82
o21ai_0	5	0.82
nor2_1	29	3.6
## final cells by class
class | instances | share of cell area (%)
Clock buffer | 9 | 3.42
Clock inverter | 7 | 2.28
Inverter | 8 | 0.829
Multi-Input combinational cell | 185 | 30.8
Sequential cell | 67 | 49.7
Tap cell | 99 | 3.42
Timing Repair Buffer | 35 | 9.46
Power figures rest on the tool's default switching activity, not on a simulated workload.
