## flow/config.mk

```make
export PLATFORM = sky130hd
export DESIGN_NAME = Viterbi_Decoder
export DESIGN_NICKNAME = Viterbi_Decoder
export VERILOG_FILES = /design/flow/design.v
export SDC_FILE = /design/flow/constraint.sdc
export NUM_CORES = 4
export LEC_CHECK = 1
export CORE_UTILIZATION = 40
export SYNTH_HDL_FRONTEND = slang
```

## flow/constraint.sdc

```tcl
current_design Viterbi_Decoder

set clk_period 14.9
set clk_io_pct 0.2

create_clock -name clk0 -period $clk_period [get_ports {clk}]

set non_clock_inputs [all_inputs -no_clocks]
set_input_delay [expr $clk_period * $clk_io_pct] -clock clk0 $non_clock_inputs
set_output_delay [expr $clk_period * $clk_io_pct] -clock clk0 [all_outputs]
```

## flow/design.v

```verilog
`timescale 1ns / 1ps
module Viterbi_Decoder
(
	input wire clk,
	input wire reset,
	input wire start_decoder,
	input wire signed [7:0] demapped_out,
   output reg [5:0] addr_F,
	output reg [119:0] d_bits    
);
localparam [2:0] Idle_decoder=3'b000 , Addressing_trellis=3'b001 , Hamming_calculation=3'b010,
					  Start_backward=3'b011, Delay=3'b100, Backward_process=3'b101,
					  Done_decoder=3'b110;
reg [7:0] NOB=120; 
		reg [7:0] bits;
		reg [25:0] dina; 
		wire [11:0] douta; 
		wire [23:0]ram0_out0,ram0_out1; 
		wire [31:0] ROM1_OUT; 
		reg [6:0] K,L; 
		reg [6:0] T,N=2;  
		reg [3:0]substate, state1;
		reg [7:0] D_cal0,D_cal1;  
		reg [7:0] rev_dis0,rev_dis1; 
		reg [7:0] ram1[0:63];  
		reg p=0;  
		reg [11:0] r_data;
		reg [15:0] psdata=0;  
		reg [7:0] s_checker;  
		reg [13:0]address1=0;
		reg [7:0] addra; 
		reg [15:0] addr_A,addr_B=0; 
		reg [5:0] addr_C; 
	   reg wea,web;
always @(posedge clk)
	begin  
	if (reset)
	begin
	T<=0;
	addra<=0;
	addr_F<=1;
	addr_B=0;
	K=0;
	state1<=Idle_decoder;
	end
	else 
	begin
	 state1<=Idle_decoder;
case(state1)
Idle_decoder: begin
	if(start_decoder)
		begin
		addra<=0;
		addr_F<=1;
		addr_A=1;
		addr_B=0;
		address1=0;
		T<=0;
		N=2;
		wea=1;
		web=0;
		ram1[K]=8'b11111;
		dina=0;
		p=0;
		psdata=0;
		substate<=0;
		state1<=Addressing_trellis;
	   end
	else
		begin
		state1<=Idle_decoder;
		end end
Addressing_trellis:
	begin
   K=0; 
	L=0;
	addra<=addra+1;
	state1<=Hamming_calculation;
	end
Hamming_calculation: begin
	bits=demapped_out;
	r_data=douta; 
	psdata=ram0_out1[15:0]; 
	if(p==0) 
		begin
		psdata={8'd0,psdata[15:8]};
		end
	else
		begin
		addr_B=addr_B+1;
		end
		p=~p; 
	if(psdata[7:0]>ram1[K])  
		begin 
		D_cal0=ram1[K]+ ((bits[N-2])^(r_data[0]))+((bits[N-1])^(r_data[1]));    
		D_cal1=ram1[K]+((bits[N-2])^(r_data[2]))+((bits[N-1])^(r_data[3]));
		end
	else                           
		begin 
		D_cal0=psdata[7:0]+((bits[N-2])^(r_data[0]))+((bits[N-1])^(r_data[1]));    
		D_cal1=psdata[7:0]+((bits[N-2])^(r_data[2]))+((bits[N-1])^(r_data[3]));
		end    
	addr_A=address1;
	dina={(r_data[11:4]),(D_cal1),(D_cal0)}; 
	s_checker=r_data[11:4];
   address1=address1+1;
	if(K>31) 
		begin
		ram1[L]=D_cal0;
		L=L+1;  
		ram1[L]=D_cal1;
		L=L+1;
		end
		else
		begin
		end
   K=K+1;
	case(substate) 
	4'b0000:
		begin
		T<=T+1;
		N=N+2;
		addra<=0;
		addr_B=0;
		address1=address1+63;
		ram1[K]=8'b11111111;
		state1<=Addressing_trellis;
		substate<=4'b0001;
		end
	4'b0001: 
		begin
		if(addra==2)
			begin
			T<=T+1;
			N=N+2;
			addra<=0;
			addr_B=addr_B+63;
			address1=address1+62;
			state1<=Addressing_trellis;
			substate<=4'b0010;
			end
		else
			begin
			addra<=addra+1;
			ram1[K]=8'b11111111;
			state1<=Hamming_calculation;
			end end
	4'b0010: 
		begin
		if(addra==4)
			begin
			T<=T+1;
			N=N+2;
			addra<=0;
			addr_B=addr_B+62;
			address1=address1+60;
			state1<=Addressing_trellis;
			substate<=4'b0011;end
		else
			begin
			addra<=addra+1;
			ram1[K]=8'b11111111;
			state1<=Hamming_calculation;
			end end
	4'b0011: 
		begin
		if(addra==8)
			begin
			T<=T+1;
			N=2;
			addra<=0;
			addr_F<=addr_F+1;	
			address1=address1+56;
			addr_B=addr_B+60;
			state1<=Addressing_trellis;                   
			substate<=4'b0100;
			end
		else
			begin
			addra<=addra+1;   
			ram1[K]=8'b11111111;
			state1<=Hamming_calculation;                        
			end end
	4'b0100: 
		begin
		if(addra==16)
			begin
			T<=T+1;
			N=N+2;
			addra<=0;
			address1=address1+48;
			addr_B=addr_B+56;
			state1<=Addressing_trellis;  
			substate<=4'b0101;end
		else
			begin
			addra<=addra+1;
			ram1[K]=8'b11111111;
			state1<=Hamming_calculation;
			end end
	4'b0101:  
		begin
		if(addra==32)
			begin
			T<=T+1;
			N=N+2;
			addra<=0;
			address1=address1+32;
			addr_B=addr_B+48;
			state1<=Addressing_trellis;
			substate<=4'b0110;
			end
		else
			begin
			addra<=addra+1;
			ram1[K]=8'b11111111;
			state1<=Hamming_calculation;
			end end 
	4'b0110: 
		begin
		if(addra==64) 
			begin
			if(T>(NOB-2))  
				begin
				N=N+2; 
				addr_B=addr_A;
				state1<=Start_backward;
				end
			else
				begin
				T<=T+1; 
				N=N+2; 
				addra<=0;
				addr_B=addr_B+32;
				state1<=Addressing_trellis;
				end	end
		else
			begin
			addra<=addra+1;
			state1<=Hamming_calculation;
			end	end
		endcase
	if(N==10)
		begin 
		N=2;
		addr_F<=addr_F+1;
		end end
Start_backward: 
	begin
	wea=0;
	addr_A=addr_A-63;
	addr_B=addr_A+32;
	addr_C=0;
	state1<=Delay;
	end  
Delay: 
	begin
	state1<=Backward_process;
	end
Backward_process:
	begin
	if (addr_C>31) 
		begin
		rev_dis0=ram0_out0[15:8];
		rev_dis1=ram0_out1[15:8];
		d_bits[T]=1'b1;
		end 
	else
		begin
		d_bits[T]=1'b0;
		rev_dis0=ram0_out0[7:0];
		rev_dis1=ram0_out1[7:0];
		end
	if(rev_dis1<rev_dis0) 
		begin
		addr_C=ram0_out1[23:16];
		addr_A=addr_B-ROM1_OUT[23:16];
		addr_B=addr_B-ROM1_OUT[31:24];
		end
	else 
		begin 
		addr_C=ram0_out0[23:16];
		addr_B=addr_A-ROM1_OUT[15:8];
		addr_A=addr_A-ROM1_OUT[7:0];
		end
	s_checker=addr_C;
	if(T==0)  
		begin
		state1<=Done_decoder;
		end
	else 
		begin
		T<=T-1;
		state1<=Delay;
		end end
Done_decoder:
	begin
	state1<=Done_decoder;
	end
endcase 
end
end
endmodule
```

## flow/run.sh

```bash
#!/bin/bash
# OpenROAD 26Q1-2900-gdf79404cd8, Yosys 0.63+post, stock flow scripts
make -C /OpenROAD-flow-scripts/flow DESIGN_CONFIG=/design/flow/config.mk WORK_HOME=/design/flow/orfs finish
```

==> flow_summary.yaml <==
# physical design summary
job:
  maxCapViolCount: 0
  warnings: 35
yosys:
  syn_inst: 623
  yosys.area.top_type_share_pct: 50.5
  ys_area_sq_um: 7550
  syn-cell-area_sq_um: 7550
  synth_cell_types: 69
  async_flop_share_pct: 0
  top_cell: "edfxtp_1"
  synthTopCellsByCount: "edfxtp_1, a21boi_0, nor2_1, o21a_1, dfxtp_1"
  ff_type: "edfxtp_1"
  topCellsByArea: "edfxtp_1, dfxtp_1, a21boi_0, o21a_1, nor2_1"
  avgSynthCellArea_sq_um: 12.1
  ys_cells: 623
  yosys_warnings: 44
  top_area_cell: "edfxtp_1"
  enable_flop_cells: 127
  yosysSeqAreaShare_pct: 59.5
  numSynthFlops: 161
floorplanning:
  die_h_um: 139
  row_count: 49
  fp_util_pct: 41.4
  core_sq_um: 18200
  die_w_um: 139
  ios: 137
  die_area_sq_um: 19400
sta:
  timing.final.ws_setup_ns: 10.02
  finalCritPeriodShare_pct: 32.8
  timing.final.crit_period_ns: 4.88
  rsz0062_at_grt: "false"
  final_hold_viol_count: 0
  slew_headroom_pct: 39.3
  tightestPinTransition_ns: 0.907
  fin_tns_setup_ns: 0
  setup_viol: 0
  fmax_mhz: 205
  fin_worst_skew_ns: 0.00969
  slew_viol_final: 0
setup_path:
  path_class: "in -> reg"
  reg2reg_from: "addra[0]$_SDFFE_PP0P_"
  max_stage_delay_ns: 0.66
  cp-end-kind: "flip-flop"
  rrSetupSlack_ns: 11.35
  path_cells: "clkdlybuf4s50_1 -> buf_4 -> nor2b_4 -> buf_4"
  cp.arrival_ns: 4.93
  reg2reg_depth: 10
  startpoint_type: "input port"
  cpMostUsedCell: "buf_4"
  critical_path.slowest_cell: "nor2b_4"
  required_ns: 14.95
  path_max_fanout: 48
  worstReg2RegEnd: "addr_F[0]$_SDFFE_PP1P_"
layout:
  layoutNonFillerInstCount: 986
  drive_above_1_share_pct: 7.93
  fin_util_pct: 52.8
  area_growth_pct: 27.4
routing:
  vias: 5433
  first_pass_iters: 4
  antenna_cells: 0
  wl_um: 18300
  dr.first_iter.drc_count: 283
  ant_nets: 0
  wl_per_cell_um: 18.5
  viasPerCell: 5.51
  drc_errors: 0
cts:
  cts-root-buf: "clkbuf_16"
  cts_resized: 0
  insertion_delay_ns: 0.42
  cts_sinks: 161
  cts_setup_buffers: 0
  cts_buffers: 17
  holdBufCountCts: 0
  cts_max_level: 4
  cts_buffer_depth: 2
  path_clk_slew_ns: 0.07
  cts_tree: "built"
grt:
  track_usage_pct: 20.6
  grt_pass1_vias: 5300
  grt_max_degree: 49
  antenna_found_initial: 0
  overflow: 0
  grt_pass1_wl_um: 29500
min_path:
  min_path_type: "reg -> reg"
  holdPathStages: 1
  worstHoldEndpoint: "state1[5]$_DFF_P_"
  hp-start: "state1[1]$_DFF_P_"
status:
  status: "finished, final reports clean"
pwr:
  p_total_uw: 964
  p_leak_nw: 3.12
  powerDensity_nw_per_um2: 100
  ir_worst_vdd_mv: 0.0730
place:
  dp_hpwl_um: 12200
  place_congestion: 0.855
  portBuffers: 128
  place_inst: 954
  dp_slack_ns: 9.61
per-stage QoR:
step	hold WS [ns]	area [sq um]
after floorplan	0.413	7550
after global routing	0.475	9620
after global placement	0.428	9040
after detailed placement	0.443	9040
final	0.454	9620
after CTS	0.453	9620
cell families after synthesis:
kind of cell               after synthesis  synth area share [%]
xor gates and xnor gates                10                  1.16
adders and majority gates               11                  1.92
and+or+nand+nor                        166                  12.6
buffers and inverters                   52                  2.93
AOI/OAI and AO/OA                      216                  20.9
DFF                                    161                  59.5
muxes                                    7                 0.945
layout by cell type (no fill, tap or decap), drive strengths merged, types with 7 or more instances in the layout:
cell,n
edfxtp,127
nand2,24
dfxtp,34
a21boi,88
o21a,36
clkdlybuf4s50,128
a21oi,22
nand3b,8
inv,23
nor3,11
clkbuf,18
nand3,11
nor2,41
ha,10
a31oi,7
nand2b,11
o21ai,25
buf,10
registers in the layout, summed over array words and instances (netlist names):
register	count
N	7
T	7
addr_F	6
addra	8
d_bits	120
state1	6
substate	7
critical path, delay by kind of cell:
family	cells	cell delay (ns)
buffers and inverters	3	1.24
and+or+nand+nor	1	0.66
area by class of cell:
type	instances	area (sq um)
clock buffers	18	429
clock inverters	14	148
fillers	1517	8590
inverters	16	60.1
multi-input cells	410	2840
flip-flops and latches	161	4490
well taps	229	287
repair buffers	138	1360
per-layer routing:
metal,global-route usage (%),up-vias,wire [um]
met5,0,-,0
met4,1.35,0,112
met3,7.26,6,1430
met2,28.7,151,8090
met1,34.5,2659,8620
li1,-,2617,-
power breakdown:
| part | switching (mW) | leakage [nW] | internal (mW) | total, mW |
|---|---|---|---|---|
| Clock | 0.189 | 0.274 | 0.236 | 0.425 |
| Sequential | 0.00517 | 1.24 | 0.482 | 0.487 |
| Combinational | 0.0330 | 1.61 | 0.0187 | 0.0517 |
| Total | 0.227 | 3.12 | 0.737 | 0.964 |
worst max-delay path by stage:
stage,start,end
4_1_cts,reset,d_bits[37]$_DFFE_PP_
6_report,reset,d_bits[37]$_DFFE_PP_
5_1_grt,reset,d_bits[7]$_DFFE_PP_
No activity file was given, so power comes from the tool's default toggle rates.
