===== flow/config.mk =====
export PLATFORM = sky130hd
export DESIGN_NAME = Mapper
export DESIGN_NICKNAME = Mapper
export VERILOG_FILES = /design/flow/design.v
export SDC_FILE = /design/flow/constraint.sdc
export NUM_CORES = 4
export LEC_CHECK = 1
export CORE_AREA = 10 10 81 81
export DIE_AREA = 0 0 91 91
export SYNTH_HDL_FRONTEND = slang

===== flow/constraint.sdc =====
current_design Mapper

set clk_period 2.4
set clk_io_pct 0.2

create_clock -name clk0 -period $clk_period [get_ports {clk}]

set non_clock_inputs [all_inputs -no_clocks]
set_input_delay [expr $clk_period * $clk_io_pct] -clock clk0 $non_clock_inputs
set_output_delay [expr $clk_period * $clk_io_pct] -clock clk0 [all_outputs]

===== flow/design.v =====
`timescale 1ns / 1ps
module Mapper(
input wire clk,start_mapper,rst,
input wire [15:0] ram_output,
output reg [8:0] rom_adress,
output reg done=0,done_mapper=0
    );
localparam [2:0] idle_state=3'b000 , data_fetch=3'b001 , processing=3'b010,mapping=3'b011,data_ready=3'b100,Done_mapping=3'b101;
reg [15:0] I,Q; 
reg [4:0] address_D=0;
reg [3:0] modulation_type;
reg [7:0] modulation_bits;
reg [7:0 ]mod_reg=0;
reg [15:0] ram_reg;
reg sin=0;
reg [3:0]adress = 4'd0;
reg [4:0]bit_counter=0;
reg [2:0]state=0;
reg [3:0] mod_counter=0;
reg enable_ifft=0;
always @( posedge clk, posedge rst) begin
if( rst ) begin
state <= idle_state;
bit_counter=0;
mod_reg<=0;
mod_counter=0;
rom_adress<=0;
address_D<=0;
done<=0;
end
else
begin
case( state )
idle_state:
	begin   
		if(start_mapper==1 )  
			begin
			state <= data_fetch;
			ram_reg<=0;
			end
	end
data_fetch:
	begin   
		bit_counter=0;
		ram_reg <=ram_output;
		address_D <= address_D+1;	
		state <= processing;	 
	end
processing:
	begin
		ram_reg<= { sin , ram_reg[15:1]};
		mod_reg<={mod_reg[6:0],ram_reg[0]};
		bit_counter=bit_counter+1;
		mod_counter=mod_counter+1; 
			if( bit_counter==16)
				begin
					if (mod_counter==modulation_type) 
					state <= mapping;
					else
						state <= data_fetch;
				end
			else
				begin
					if (mod_counter==modulation_type)
						begin
							state<=mapping;
							mod_counter=0;
						end
						else
						state<=processing;
						end 
						end
mapping:
	begin
	   done<=1;
		modulation_bits=mod_reg;
		mod_reg<=0;
		mod_counter=0;
		state<=data_ready;
case(modulation_type)
4'b001:
begin
rom_adress<=modulation_bits;
end
4'b0010: begin
rom_adress<=modulation_bits+2;   end
4'b0011: begin
rom_adress<=modulation_bits+6;   end
4'b0100: begin
rom_adress<=modulation_bits+14;  end
4'b0101: begin
rom_adress<=modulation_bits+30;  end
4'b0110: begin
rom_adress<=modulation_bits+62;  end
4'b0111: begin
rom_adress<=modulation_bits+126; end
4'b1000: begin
rom_adress<=modulation_bits+254; end
endcase end
data_ready:
	begin
		done<=0;
		if( bit_counter==16)
			begin
				if(address_D==15)
					begin
					state <= data_ready;
					done_mapper<=1;
					end
					else
					state <= data_fetch;
			end
		else
			state <= processing;
		end
 default: 
    begin
          state <= idle_state;
    end
    endcase
    end
	 end
endmodule

===== flow/run.sh =====
#!/bin/bash
# OpenROAD 26Q1-2900-gdf79404cd8, Yosys 0.63+post, stock flow scripts
make -C /OpenROAD-flow-scripts/flow DESIGN_CONFIG=/design/flow/config.mk WORK_HOME=/design/flow/orfs finish

==> CHANGELOG.md <==
### Physical design

* Post-CTS Hold Fix Bufs at 0
* Place WS at 1.105 ns
* CTS Sinks at 16
* H-tree depth at 1
* Post-synth seq share at between 50 and 60%
* Clk slew on worst S/H paths at 0.06 ns
* Dominant logic cell type in the layout: dfrtp_1
* Tcrit/Tclk final at between 60% and 70%
* Routed WL at ~1100 um
* GRT Total Usage at 2.890%
* Top cells excl fill/tap: 15 x dfrtp_1, 10 x conb_1, 7 x inv_1
* Hold Fails Final Rpt at 0
* Leakage at ~0.40 nW
* Initial antenna violation count at 0
* Final Wtd Congestion at a little over 0.7
* Synth Cell Area at 794.5 um^2
* CP max FO at 2
* Sw Ratio at 18.26%
* Slew @ Worst Pin at approximately 0.59 ns
* Fillers at 553
* Critical path buffer and inverter count at 1
* Ys cells at 74
* PnR Total Power at 0.0004772 W
* Routed Antenna Nets at 0
* CP startpoint kind: register
* # port buffers at 3
* Gr ovfl total at 0
* Final non-filler cell area at between 800 and 900 um^2
* CTS Buf Count at 3
* Pin count of the biggest net entering global routing at 17
* RSZ-0062 raised after global routing: false
* DP Area at 840.8 um^2
* Psw at 0.00008713 W
* Detailed-router iteration count before antenna repair at 4
* Post-Synthesis Cells at 74
* Yosys reg bits at 16
* PwrDens at 538.7 nW/um^2
* Post-DP HPWL at 853.8 um
* Met3 Use GR at 1.245%
* Die width at 91 um
* TritonCTS clock tree: done
* Late-Pin Clk Latency at 0.24 ns
* Hold Path Class: reg -> reg
* CP max stage delay at 0.47 ns
* CP max stage cell: clkdlybuf4s50_1
* Worst EP required at roughly 1.9 ns
* Synth warn at 4
* Critical Path End Type: output pin
* Die height at 91 um
* Tool Warnings at roughly 42
* Area delta synth->final at 11.50%
* Peak supply drop at 0.1661 mV
* GRT met1 Usage at 3.819%
* # IOs at 30
* MaxCap Viol Count at 0
* CP top delay family: buffers and inverters
* Crit path cell chain: clkdlybuf4s50_1
* First-pass GRT wire length at 2090 um
* # DRC at 0
* Root Driver: clkbuf_8
* Clock Path Buffers at 2
* Setup ws final at 0.8611 ns
* Vias at roughly 450
* Combinational power share at 1.9%
* Max-slew violations at 0
* Outcome: finished clean
* Critical path class: reg -> out
* Finish-stage setup viols at 0
* Max frequency at roughly 0.65 GHz
* Met2 usage at under 10%
* Fin cells at between 100 and 150
* Antenna cells at 0
* Post-CTS Setup Bufs at 0
* DR vias/cell at 3.139
* Top Usage Layer GRT: met2
* Cell internal pwr at roughly 0.0004 W
* Placed cell count at 140
* Sequential power share at 56.6%
* Fp_density at 16.49%
* Vias in the first global route at roughly 470
* Syn Area/Cell at approximately 11 um^2
* # rows at 25
* Clk pwr share at between 40% and 50%
* Core Box Area at 4817 um^2
* Clock Skew at 0.006037 ns
* Die area at 8281 um^2
* Minimum clock period at 1.539 ns
* Setup TNS at 0 ns
* Chip Area, Yosys at 794.5 um^2
* Initial DRC Count at 19
* CTS resizes at 0
* DR WL/cell at 7.708 um
* Slew HR at 60.66%
* Synth cell types at 25
* Worst Path Arrival at ~1.1 ns
* Fraction of layout cells with a size suffix above 1 at 10.39%
-- cell type report --
| type | count | area, um^2 | share of cell area [%] |
|---|---|---|---|
| sequential | 16 | 401.6 | 45.34 |
| multi-input combinational | 47 | 299.0 | 33.76 |
| tap | 67 | 83.83 | 9.463 |
| clock buffer | 4 | 45.04 | 5.085 |
| timing repair buffer | 3 | 30.03 | 3.390 |
| inverter | 7 | 26.28 | 2.966 |
-- Yosys cell counts --
master / number / area [um^2]
buf_4: 10 / 75.07
nand3_1: 1 / 5.000
a31o_1: 1 / 8.760
xor2_1: 1 / 8.760
and3_1: 1 / 6.260
xnor2_1: 2 / 17.52
and4bb_1: 1 / 12.51
buf_6: 2 / 22.52
nor2_2: 1 / 6.260
mux2i_1: 1 / 10.01
nor2b_1: 2 / 12.51
o21ai_0: 5 / 25.02
dfstp_2: 1 / 26.28
nand2_1: 5 / 18.77
nor2_1: 3 / 11.26
mux2_2: 2 / 22.52
inv_1: 7 / 26.28
nand4_1: 2 / 12.51
conb_1: 2 / 7.510
dfrtp_1: 15 / 375.4
ha_1: 4 / 50.05
nand3b_1: 1 / 7.510
o21ai_2: 1 / 8.760
o31ai_1: 1 / 7.510
a21oi_1: 2 / 10.01
-- state kept, by name, summed over array words and instances (netlist names) --
register	cells
address_D	5
bit_counter	5
done	1
state	5
-- layer usage --
layer / routed length, um / vias to the layer above
li1: - / 227
met1: 552 / 214
met2: 472 / 9
met3: 60 / 2
met4: 25 / 0
met5: 0 / -
-- logic make-up after synthesis --
logic type | Yosys count | share of synthesized area, %
flip-flops | 16 | 50.55
multiplexers | 3 | 4.094
buffers and inverters | 19 | 15.59
other | 2 | 0.9452
AND-OR/OR-AND | 10 | 7.559
XOR/XNOR | 3 | 3.308
adder cells (fa/ha/maj) | 4 | 6.299
AND/OR/NAND/NOR | 17 | 11.65
-- metrics by stage --
stage | utilization (%) | hold WS [ns]
3_5_place_dp | 17.45 | 0.4599
5_1_grt | 18.39 | 0.4830
4_1_cts | 18.39 | 0.4674
2_1_floorplan | - | 0.3745
6_report | 18.39 | 0.4608
3_3_place_gp | 17.45 | 0.4551
-- power by group through the flow --
| stage | clock (W) | combinational (W) | sequential (W) |
|---|---|---|---|
| finish | 0.000198 | 0.00000914 | 0.000270 |
| CTS | 0.000207 | 0.0000105 | 0.000270 |
| global route | 0.000226 | 0.0000116 | 0.000270 |
-- final timing paths --
path,start,end,slack [ns],cells past startpoint
max,done,done,0.86,1
min,address_D[3],address_D[3],0.46,1
max reg2reg,address_D[0],state[1],1.12,4
min reg2reg,address_D[3],address_D[3],0.46,1
max in group asynchronous,rst,state[3],1.41,2
min in group asynchronous,rst,bit_counter[4],0.60,2
No activity file was given, so power comes from the tool's default toggle rates.
